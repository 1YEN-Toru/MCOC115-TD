**design.v**
```verilog
module	rom_boot_mat (adr,dat,romsiz);
input	[6:0]	adr;
output	[15:0]	dat;
output	[15:0]	romsiz;
reg		[15:0]	dat;
always	@(adr[6:0])
	case ({ adr[6:0],1'b0 })
	8'h00: dat[15:0]=16'h0801;	 
	8'h02: dat[15:0]=16'h0106;	 
	8'h04: dat[15:0]=16'hc7f0;	 
	8'h06: dat[15:0]=16'hbf0c;	 
	8'h08: dat[15:0]=16'h7b87;	 
	8'h0a: dat[15:0]=16'hbf0e;	 
	8'h0c: dat[15:0]=16'h7bbf;	 
	8'h0e: dat[15:0]=16'h7987;	 
	8'h10: dat[15:0]=16'ha0fe;	 
	8'h12: dat[15:0]=16'h7910;	 
	8'h14: dat[15:0]=16'hc7f0;	 
	8'h16: dat[15:0]=16'hbf32;	 
	8'h18: dat[15:0]=16'hc009;	 
	8'h1a: dat[15:0]=16'hb8c3;	 
	8'h1c: dat[15:0]=16'h7bf8;	 
	8'h1e: dat[15:0]=16'hbf30;	 
	8'h20: dat[15:0]=16'hb002;	 
	8'h22: dat[15:0]=16'h7bf8;	 
	8'h24: dat[15:0]=16'hb600;	 
	8'h26: dat[15:0]=16'h78de;	 
	8'h28: dat[15:0]=16'hdbff;	 
	8'h2a: dat[15:0]=16'h93fe;	 
	8'h2c: dat[15:0]=16'h8b07;	 
	8'h2e: dat[15:0]=16'hc2f0;	 
	8'h30: dat[15:0]=16'hba28;	 
	8'h32: dat[15:0]=16'h7bd3;	 
	8'h34: dat[15:0]=16'hba26;	 
	8'h36: dat[15:0]=16'h7b9a;	 
	8'h38: dat[15:0]=16'h8bf8;	 
	8'h3a: dat[15:0]=16'h7bd3;	 
	8'h3c: dat[15:0]=16'h794a;	 
	8'h3e: dat[15:0]=16'hc7f0;	 
	8'h40: dat[15:0]=16'hbf30;	 
	8'h42: dat[15:0]=16'h7b87;	 
	8'h44: dat[15:0]=16'h7bf8;	 
	8'h46: dat[15:0]=16'h8820;	 
	8'h48: dat[15:0]=16'h1810;	 
	8'h4a: dat[15:0]=16'hbf3e;	 
	8'h4c: dat[15:0]=16'h7b87;	 
	8'h4e: dat[15:0]=16'hbf32;	 
	8'h50: dat[15:0]=16'h7b9f;	 
	8'h52: dat[15:0]=16'h78d3;	 
	8'h54: dat[15:0]=16'hdafa;	 
	8'h56: dat[15:0]=16'h7a18;	 
	8'h58: dat[15:0]=16'h3001;	 
	8'h5a: dat[15:0]=16'h7fc3;	 
	8'h5c: dat[15:0]=16'h7a9a;	 
	8'h5e: dat[15:0]=16'h2805;	 
	8'h60: dat[15:0]=16'h7bf8;	 
	8'h62: dat[15:0]=16'hb3fd;	 
	8'h64: dat[15:0]=16'hc2f0;	 
	8'h66: dat[15:0]=16'hba28;	 
	8'h68: dat[15:0]=16'h7bd3;	 
	8'h6a: dat[15:0]=16'hbf30;	 
	8'h6c: dat[15:0]=16'h7b87;	 
	8'h6e: dat[15:0]=16'h8880;	 
	8'h70: dat[15:0]=16'h1fe7;	 
	8'h72: dat[15:0]=16'hbf36;	 
	8'h74: dat[15:0]=16'h7b87;	 
	8'h76: dat[15:0]=16'h7b48;	 
	8'h78: dat[15:0]=16'h9901;	 
	8'h7a: dat[15:0]=16'ha80a;	 
	8'h7c: dat[15:0]=16'h1806;	 
	8'h7e: dat[15:0]=16'h7942;	 
	8'h80: dat[15:0]=16'h98fe;	 
	8'h82: dat[15:0]=16'h7a88;	 
	8'h84: dat[15:0]=16'h2fdd;	 
	8'h86: dat[15:0]=16'ha101;	 
	8'h88: dat[15:0]=16'h0fdb;	 
	8'h8a: dat[15:0]=16'hb000;	 
	8'h8c: dat[15:0]=16'ha101;	 
	8'h8e: dat[15:0]=16'h7b48;	 
	8'h90: dat[15:0]=16'h794a;	 
	8'h92: dat[15:0]=16'hc700;	 
	8'h94: dat[15:0]=16'hbfc2;	 
	8'h96: dat[15:0]=16'h7b01;	 
	8'h98: dat[15:0]=16'h9901;	 
	8'h9a: dat[15:0]=16'ha809;	 
	8'h9c: dat[15:0]=16'h1ffc;	 
	8'h9e: dat[15:0]=16'ha820;	 
	8'ha0: dat[15:0]=16'h1ffa;	 
	8'ha2: dat[15:0]=16'h78c0;	 
	8'ha4: dat[15:0]=16'h1fc0;	 
	8'ha6: dat[15:0]=16'ha840;	 
	8'ha8: dat[15:0]=16'h1004;	 
	8'haa: dat[15:0]=16'h7f8f;	 
	8'hac: dat[15:0]=16'hd801;	 
	8'hae: dat[15:0]=16'h78f0;	 
	8'hb0: dat[15:0]=16'h0ff2;	 
	8'hb2: dat[15:0]=16'ha101;	 
	8'hb4: dat[15:0]=16'h78d9;	 
	8'hb6: dat[15:0]=16'h7f8f;	 
	8'hb8: dat[15:0]=16'h7a8b;	 
	8'hba: dat[15:0]=16'h1fb5;	 
	8'hbc: dat[15:0]=16'h7bf0;	 
	8'hbe: dat[15:0]=16'h9e02;	 
	8'hc0: dat[15:0]=16'h0fea;	 
	8'hc2: dat[15:0]=16'hb000;	 
	8'hc4: dat[15:0]=16'h7b11;	 
	8'hc6: dat[15:0]=16'ha230;	 
	8'hc8: dat[15:0]=16'h280e;	 
	8'hca: dat[15:0]=16'haa0a;	 
	8'hcc: dat[15:0]=16'h2808;	 
	8'hce: dat[15:0]=16'ha207;	 
	8'hd0: dat[15:0]=16'h280a;	 
	8'hd2: dat[15:0]=16'haa10;	 
	8'hd4: dat[15:0]=16'h2804;	 
	8'hd6: dat[15:0]=16'ha220;	 
	8'hd8: dat[15:0]=16'h2806;	 
	8'hda: dat[15:0]=16'haa10;	 
	8'hdc: dat[15:0]=16'h2004;	 
	8'hde: dat[15:0]=16'hd804;	 
	8'he0: dat[15:0]=16'h7982;	 
	8'he2: dat[15:0]=16'h9901;	 
	8'he4: dat[15:0]=16'h0fef;	 
	8'he6: dat[15:0]=16'h0002;	 
	default: dat[15:0]=16'hffff;
	endcase
	assign	romsiz[15:0]=16'h00e8;	 
endmodule
module	rom_boot_mat32 (
	fcmdl,
	adr,
	dat,
	romsiz);
input	fcmdl;
input	[7:0]	adr;
output	[31:0]	dat;
output	[15:0]	romsiz;
wire	[15:0]	rom_dath;
wire	[15:0]	rom_datl;
wire	[15:0]	romsiz_open;
rom_boot_mat	rombt_h (
	.adr(adr[6:0] & (~7'h1)),	 
	.dat(rom_dath[15:0]),	 
	.romsiz(romsiz_open[15:0])	 
);
rom_boot_mat	rombt_l (
	.adr(adr[6:0] | ((fcmdl)? 7'h1: 7'h0)),	 
	.dat(rom_datl[15:0]),	 
	.romsiz(romsiz[15:0])	 
);
assign	dat[31:0]=(fcmdl)?
		{ rom_dath[15:0],rom_datl[15:0] }:
		{ 16'h0,rom_datl[15:0] };
endmodule
```
**run.sh**
```bash
#!/bin/bash
# OpenROAD 26Q1-2900-gdf79404cd8, Yosys 0.63+post, stock flow scripts
make -C /OpenROAD-flow-scripts/flow DESIGN_CONFIG=/design/flow/config.mk WORK_HOME=/design/flow/orfs finish
```
**config.mk**
```make
export PLATFORM = sky130hd
export DESIGN_NAME = rom_boot_mat32
export DESIGN_NICKNAME = rom_boot_mat32
export VERILOG_FILES = /design/flow/design.v
export SDC_FILE = /design/flow/constraint.sdc
export NUM_CORES = 4
export LEC_CHECK = 1
export CORE_UTILIZATION = 30
export SYNTH_MEMORY_MAX_BITS = 65536
```
**constraint.sdc**
```tcl
current_design rom_boot_mat32

set clk_period 3.8
set clk_io_pct 0.2

create_clock -name clk0 -period $clk_period

set non_clock_inputs [all_inputs -no_clocks]
set_input_delay [expr $clk_period * $clk_io_pct] -clock clk0 $non_clock_inputs
set_output_delay [expr $clk_period * $clk_io_pct] -clock clk0 [all_outputs]
```
==> results.yml <==
# flow metrics
final_timing:
  hold_ws_ns: 2.269
  fin_ws_ns: 0.1100
  rsz0062_at_grt: "false"
  final-setup-viol-count: 0
  worst_pin_slew_ns: 0.6422
  fmax_mhz: 271.0
  final_hold_viol_count: 0
  finalCritPeriodShare_pct: 97.11
  maxSlewHeadroom_pct: 57.19
  min_period_ns: 3.690
  drv_slew: 0
synthesis:
  simple_gate_share_pct: 28.17
  ys_chip_area_um2: 4491
  yosys.area.top_type_share_pct: 9.028
  adder_share_pct: 4.458
  postSynthAreaPerCell_um2: 6.237
  netlist_area_um2: 4491
  largest_area_cell: "a21oi_1"
  top_logic_kind: "AND-OR/OR-AND gates"
  synth_seq_share_pct: 0
  ys_types: 84
  synth_cells: 720
  area_leaders: "a21oi_1, o21ai_0, nand2_1, buf_2, buf_4"
  ys_cells: 720
  synthMuxAreaShare_pct: 2.062
  ys_sh_aoi_pct: 49.71
  synthXorXnorAreaFrac_pct: 0
  yosys_warnings: 1
detailed_routing:
  drcViolationCount: 0
  detail_route.wl_per_cell_um: 21.90
  route.antenna.remaining_nets: 0
  n_antenna_cell: 0
  wirelength_mm: 22.19
  via_per_inst: 6.343
  drtIter0Drc: 961
  drtPass1Iterations: 5
  via_count: 6425
pwr:
  leakage_uw: 0.002461
  vdd_ir_drop_max_v: 0.00004331
  power_density_nw_per_um2: 134.2
floorplanning:
  dieHeight_um: 124.3
  num_rows: 44
  fp_util_pct: 30.78
  die_w_um: 124.3
  core_area_um2: 14590
  chipArea_um2: 15460
  pin_count: 57
layout:
  synthToLayoutAreaGrowth_pct: 39.79
  num-clock-buffers: 0
  ff_latch_area_um2: 0
  flop-count: 0
  final-comb-area_um2: 4213
  fillerInstances: 1481
  drive_gt1_share_pct: 31.12
  post-route-util_pct: 43.03
critical_path:
  end_kind: "output pin"
  cp_max_fo: 16
  crit_required_ns: 3.04
  crit_type: "in2out"
  cp.arrival_ns: 2.93
  cp-start-kind: "input pin"
placement:
  hpwl_mm: 16.38
  io_buffers: 40
  post-place-ws_ns: -0.4527
  gp_congestion: 1.010
global_routing:
  first_global_vias: 5789
  antenna_found_initial: 0
  grt_max_degree: 86
  gr-total-overflow: 0
  grt_pass1_wl_mm: 33.92
  grt_usage_pct: 27.93
job:
  cap_violations: 0
  tool_warnings: 47
run_status:
  status: "complete, no violations"
min_path:
  min_path_type: "in2out"
[synth_stat cells, drive strengths merged, types with 9 or more instances]
cell / instances
a211oi: 17
a311oi: 15
nor3b: 9
a31oi: 12
o311ai: 10
nor3: 19
o21ai: 65
ha: 16
a21oi: 81
clkbuf: 29
nor2: 38
nor2b: 25
nand2b: 25
nand2: 77
buf: 80
o211ai: 18
o221ai: 9
inv: 13
nand3: 22
o31ai: 9
[metrics by stage]
| step | cells | total power (uW) | instance area [um2] | setup TNS, ns |
|---|---|---|---|---|
| global route | 1013 | 894.3 | 6277 | 0 |
| global placement | 1008 | 764.9 | 5832 | -9.636 |
| floorplan | 734 | 435.5 | 4543 | 0 |
| CTS | 1012 | 802.8 | 6162 | 0 |
| detailed placement | 1008 | 760.4 | 5832 | -9.936 |
| finish | 1013 | 842.4 | 6277 | 0 |
[worst paths after layout]
check	end	depth (start not counted)	start
setup / recovery	dat[20]	10	adr[1]
hold / removal	dat[4]	3	adr[6]
[report_power, final]
| group | internal (uW) | leakage, uW | switching, uW |
|---|---|---|---|
| clock network | 0 | 0 | 0 |
| logic | 385 | 0.00246 | 457 |
| registers | 0 | 0 | 0 |
| total | 385 | 0.00246 | 457 |
[area by class of cell]
cell class,instances,area share (%)
Multi-Input combinational cell,611,67.11
Inverter,14,0.8770
Timing Repair Buffer,204,28.34
Tap cell,184,3.668
[placed cells by master, fill, tap and decap left out, types with 7 or more instances in the layout]
cell             Yosys  final
buf_4               28    143
a21oi_1             81     75
nand2_1             75     73
o21ai_0             60     53
nor2_1              36     32
clkdlybuf4s50_1      0     25
nand3_1             22     22
nand2b_1            24     21
nor2b_1             25     18
o211ai_1            18     18
nor3_1              19     17
conb_1               2     16
a211oi_1            17     14
buf_12               0     12
a31oi_1             12     11
a311oi_1            14     10
inv_1               12     10
o21ai_1              4     10
buf_6                6     10
ha_4                 0      9
o311a_1              8      8
o22ai_1              8      8
o211a_1              7      7
o21a_1               7      7
o31ai_1              8      7
a21o_1               7      7
[worst max-delay path: stages]
cell             delay (ns)
clkbuf_4               0.15
buf_4                  0.22
buf_4                  0.21
ha_1                   0.23
nor2b_1                0.16
inv_1                  0.07
a21oi_1                0.06
o311a_1                0.29
nor3b_1                0.26
clkdlybuf4s50_1        0.51
[routing by layer]
metal,wire length [um],up-vias,part of all wire [%],GRT usage [%]
met5,0,-,0,0
met4,948,0,4.3,10.70
met3,2622,77,12,6.349
met2,9258,464,42,39.78
met1,9357,2956,42,40.59
li1,-,2928,-,-
[cell families (layout without fill, tap and decap cells)]
kind of cell | Yosys count | after routing
AOI/OAI and AO/OA | 326 | 326
adders and majority gates | 16 | 16
buffers and inverters | 123 | 218
muxes | 8 | 8
other | 2 | 16
and+or+nand+nor | 245 | 245
[repair_timing]
item | 4_1_cts | 5_1_grt
pin swaps | 25 | 6
resized | 89 | 30
hold buffers | 0 | 0
buffers inserted | 4 | 1
setup endpoints to repair | 32 | 19
cloned | 1 | 0
No activity file was given, so power comes from the tool's default toggle rates.
